[./design.v]
module cflogmem (
	per_dout,                        
    cflog_bd_rd_src,
    cflog_bd_rd_dest,
    prev_src,
    prev_dest,
    mclk,                            
    per_addr,                        
    per_din,                         
    per_en,                          
    per_we,                          
    puc_rst,                          
    bd_log_ptr,
    spec_upper,
    spec_lower,
    detect_active,
    active_block_cflog_addr,
    cflow_logs_ptr_din,              
    cflow_src,                       
    cflow_dest,                      
    cflow_hw_wen,                    
);
parameter               CFLOW_LOGS_SIZE   =  16'h0080;      
parameter 				MEM_SIZE   =  CFLOW_LOGS_SIZE*2;        
parameter 				ADDR_MSB   =  7;          
parameter       [14:0] CFLOW_LOGS_BASE_ADDR = 14'h01b0; 
parameter       [13:0] CFLOW_LOGS_PER_ADDR  = CFLOW_LOGS_BASE_ADDR[14:1];
input              mclk;             
input       [13:0] per_addr;         
input       [15:0] per_din;          
input              per_en;           
input        [1:0] per_we;           
input              puc_rst;          
input       [15:0] bd_log_ptr;
input 		[15:0] spec_upper;
input 		[15:0] spec_lower;
input 			   detect_active;
input 		[15:0] active_block_cflog_addr;
input       [15:0] cflow_logs_ptr_din;   
input       [15:0] cflow_src;            
input       [15:0] cflow_dest;           
input              cflow_hw_wen;         
output      [15:0] per_dout;        
output      [15:0] cflog_bd_rd_src;
output      [15:0] cflog_bd_rd_dest;
output      [15:0] prev_src;
output      [15:0] prev_dest;
wire  [ADDR_MSB:0] cflow_addr_reg  =  {1'b0, 1'b0, per_addr-CFLOW_LOGS_PER_ADDR};
wire               cflow_cen       = per_en & (per_addr >= CFLOW_LOGS_PER_ADDR) & (per_addr < CFLOW_LOGS_PER_ADDR+CFLOW_LOGS_SIZE);
wire  [15:0]       cflow_dout;
wire  [15:0]       cflow_rd        = cflow_dout & {16{cflow_cen & ~|per_we}};
wire  [ADDR_MSB:0] read_addr = cflow_addr_reg;        		    
wire  [ADDR_MSB:0] cfa_write_addr = cflow_logs_ptr_din-16'h2;       
wire  [ADDR_MSB:0] spec_write_addr = active_block_cflog_addr-16'h2;       
(* ram_style = "block" *) reg         [15:0] cflog [0:CFLOW_LOGS_SIZE-1]; 
reg         [ADDR_MSB:0] ram_addr_reg;
reg        [15:0] cflog_val;
assign cflog_bd_rd_src = cflog[bd_log_ptr];
assign cflog_bd_rd_dest = cflog[bd_log_ptr+1];
assign prev_src = cflog[bd_log_ptr-2];
assign prev_dest = cflog[bd_log_ptr-1];
integer i;
initial 
    begin
        for(i=0; i<MEM_SIZE; i=i+1)
        begin
            cflog[i] <= 0;
        end
        ram_addr_reg <= 0;
        cflog_val <=  cflog[0];
    end
always @(posedge mclk)
    begin
        if (cflow_hw_wen & cfa_write_addr<CFLOW_LOGS_SIZE)
        begin
            cflog[cfa_write_addr]             <= cflow_src;
            cflog[cfa_write_addr+1'b1]        <= cflow_dest;
        end
	if (detect_active & spec_write_addr<CFLOW_LOGS_SIZE)
	begin
		cflog[spec_write_addr]             <= spec_upper;
		cflog[spec_write_addr+1'b1]        <= spec_lower;
	end        
    end
assign per_dout = cflog[read_addr] & {16{cflow_cen}};
endmodule  
[./run.sh]
#!/bin/bash
# OpenROAD 26Q1-2900-gdf79404cd8, Yosys 0.63+post, stock flow scripts
make -C /OpenROAD-flow-scripts/flow DESIGN_CONFIG=/design/flow/config.mk WORK_HOME=/design/flow/orfs finish
[./config.mk]
export PLATFORM = sky130hd
export DESIGN_NAME = cflogmem
export DESIGN_NICKNAME = cflogmem
export VERILOG_FILES = /design/flow/design.v
export SDC_FILE = /design/flow/constraint.sdc
export NUM_CORES = 4
export LEC_CHECK = 1
export CORE_UTILIZATION = 40
[./constraint.sdc]
current_design cflogmem

set clk_period 37.1
set clk_io_pct 0.2

create_clock -name clk0 -period $clk_period [get_ports {mclk}]

set non_clock_inputs [all_inputs -no_clocks]
set_input_delay [expr $clk_period * $clk_io_pct] -clock clk0 $non_clock_inputs
set_output_delay [expr $clk_period * $clk_io_pct] -clock clk0 [all_outputs]
==> impl_metrics.json <==
{
  "status": "finished, violations left",
  "violated_checks": "capacitance limit, slew limit",
  "share_seq_of_total_power_pct": 32.7,
  "netSwitchingPower_w": 0.00309,
  "final_min_period_over_clock_period_pct": 63.0,
  "tritoncts_clock_tree": "built",
  "post-route-worst-setup-slack_ns": 13.72,
  "hold_viol_final": 0,
  "final_layout_size_suffix_gt1_share_pct": 31.1,
  "critPathMaxFanout": 58,
  "timing.hold.worst.start": "spec_lower[13]",
  "crit_start": "bd_log_ptr[0]",
  "worst_ep_required_time_ns": 29.68,
  "die_y_um": 720,
  "timing.final.max_slew_violations": 7,
  "first_iter_violations": 33600,
  "ant_nets": 0,
  "logic_area_um2": 135000,
  "seqCellArea_um2": 61500,
  "clock_tree.htree_level_count": 5,
  "power.internal_w": 0.00492,
  "min_period_ns": 23.38,
  "post-dp-hpwl_mm": 1140,
  "warning_total_across_the_stage_logs": 92,
  "wire_length_of_the_first_global_routing_pass_mm": 2160,
  "routed_wl_mm": 1700,
  "timing.fmax_ghz": 0.0428,
  "clock_sinks": 2048,
  "clockPowerShare_pct": 36.8,
  "floorplanUtilization_pct": 40.2,
  "io_pins": 229,
  "final-setup-viol-count": 0,
  "place_ws_ns": 14.11,
  "via_count": 227000,
  "synth_area_um2": 206000,
  "initial_antenna_violation_count": 320,
  "maxSlewHeadroom_pct": -12.7,
  "edf_count": 2048,
  "timing_worst_setup_path_type": "primary input to output pin",
  "most_repeated_cell_in_the_gate_level_netlist_after_synthesis": "mux4_2",
  "vdd.ir_drop.worst_v": 0.0000384,
  "ys_seq_elements": 2048,
  "cell_count_after_synthesis": 19100,
  "n_fill_cell": 46700,
  "cts_resized": 0,
  "detail_route.drc_violations": 0,
  "p_per_area_nw_per_um2": 34.6,
  "biggestRegsByFlops": "cflog: 2048 flops",
  "fraction_of_registers_with_async_set_or_reset_after_synthesis_pct": 0,
  "netlist_top_cells_count": "2918 x mux4_2, 2059 x clkbuf_1, 2048 x edfxtp_1",
  "grt.total_usage_pct": 68.4,
  "postCtsSetupBuffers": 0,
  "yosys.stat.chipArea_um2": 206000,
  "finalSetupTns_ns": 0,
  "post_drt_wl_per_cell_um": 65.0,
  "synth.yosys.warnings": 1,
  "holdPathStages": 3,
  "worstSetupEndpointType": "output pin",
  "cts-root-buf": "clkbuf_16",
  "maxCapViolations": 2,
  "unrepaired_setup_endpoints_after_global_routing": "false",
  "rows": 263,
  "tightestPinTransition_ns": 1.68,
  "clk_pin_slew_ns": 0.06,
  "fp.dieArea_um2": 519000,
  "number_of_different_library_cells_in_the_post_synthesis_netlist": 97,
  "core_area_um2": 513000,
  "max_reg_flops": 2048,
  "top_register": "cflog",
  "mean_number_of_vias_per_cell": 8.72,
  "number_of_global_route_vias_before_repair": 212000,
  "portBuffers": 184,
  "fp.dieW_um": 720,
  "power.combinational.fraction_pct": 30.6,
  "drt_pass1_iterations": 13,
  "switching_share_of_total_power_pct": 38.5,
  "yosys_cells": 19100,
  "power_leakage_nw": 76.8,
  "top_area_cell": "mux4_2",
  "cts_hold_buf": 0,
  "synthToLayoutAreaGrowth_pct": 12.3,
  "synthTopCellsByArea": "mux4_2 32%, edfxtp_1 30%, mux2i_1 5.1%, a21oi_1 4.9%, o22ai_1 4.1%",
  "postSynth.topFlopCell": "edfxtp_1",
  "crit_path_start_kind": "primary input",
  "hold_class": "primary input to register",
  "cts-root-to-sink-buffers": 4,
  "grt_max_degree": 127,
  "tritoncts_buffers": 284,
  "portion_of_the_post_synthesis_area_used_by_sequential_elements_pct": 29.8,
  "syn-mean-instance-area_um2": 10.8,
  "timing.hold.worst_endpoint": "cflog[76][13]",
  "cp_data_arrival_time_ns": 15.96,
  "overflow": 0,
  "gp_routability_congestion": 1.18,
  "netlist.area_leader.share_pct": 31.9
}
## per-stage QoR
step	hold WS, ns	instance area, um^2	cells	util, %	total power (W)
floorplan	7.88	206000	19100	-	0.00374
global placement	7.93	221000	25000	43.1	0.00487
detailed placement	7.93	221000	25000	43.1	0.00487
CTS	6.89	230000	25500	44.9	0.00773
global route	6.99	231000	25900	45.0	0.00793
finish	6.93	232000	26100	45.1	0.00801
## placed cells by master, fill, tap and decap left out, drive strengths merged, types with 79 or more instances in the layout
cell type | synthesis | layout
mux2i | 1041 | 1041
clkdlybuf4s50 | 0 | 109
a31o | 99 | 99
a22oi | 80 | 80
clkinv | 11 | 108
o21ai | 1429 | 1429
a31oi | 194 | 194
diode | 0 | 549
nor3 | 128 | 128
edfxtp | 2048 | 2048
nand2 | 1792 | 1792
and3 | 400 | 400
a21oi | 2033 | 2033
mux4 | 2918 | 2918
buf | 737 | 1851
o31ai | 246 | 246
a21boi | 95 | 95
and2 | 107 | 107
nand4 | 128 | 128
o22ai | 1340 | 1340
a32oi | 79 | 79
nand3 | 435 | 435
a211oi | 687 | 687
nor2b | 98 | 98
nor2 | 348 | 348
clkbuf | 2065 | 374
inv | 72 | 98
## per-layer routing
metal | track usage (%) | part of all wire [%] | up-vias
met2 | 77.5 | 36 | 28700
li1 | - | - | 77600
met3 | 63.3 | 22 | 9427
met4 | 59.5 | 12 | 554
met1 | 68.9 | 29 | 111000
met5 | 51.1 | 1.7 | -
## cells by family after synthesis
logic type               count (synthesis)  share of synthesized area, %
flip-flops                            2048                          29.8
multiplexers                          3983                          37.0
buffers and inverters                 2885                          5.69
XOR/XNOR                                35                         0.149
adder cells (fa/ha/maj)                 16                        0.0970
AND-OR/OR-AND                         6497                          18.8
AND/OR/NAND/NOR                       3612                          8.39
## final cells by class
class / count / area share (%)
sequential: 2048 / 26.5
inverter: 83 / 0.139
tap: 6757 / 3.65
clock buffer: 340 / 3.17
antenna: 549 / 0.593
timing repair buffer: 1994 / 6.87
clock inverter: 168 / 0.858
multi-input combinational: 14100 / 58.2
## worst max-delay path: stages
cell and delay, ns:
buf_16 0.32, buf_4 0.66, buf_4 0.52, buf_4 0.66
buf_4 0.67, buf_4 0.64, buf_4 0.60, buf_4 0.70
mux4_2 0.63, mux4_2 0.67, nand3_1 0.39, nand2_1 0.37
or4_1 0.84, clkdlybuf4s50_1 0.55
## worst max path at each step
| stage | end | cells past startpoint |
|---|---|---|
| global route | prev_src[8] | 15 |
| CTS | prev_src[8] | 15 |
| finish | prev_src[7] | 14 |
## power groups by stage
stage,Clock [W],Sequential [W],Combinational [W]
global route,0.00297,0.00262,0.00234
finish,0.00295,0.00262,0.00245
CTS,0.00290,0.00262,0.00221
No activity file was given, so power comes from the tool's default toggle rates.
